### ./config.mk
export PLATFORM = sky130hd
export DESIGN_NAME = Scoreboard
export DESIGN_NICKNAME = Scoreboard
export VERILOG_FILES = /design/flow/design.v
export SDC_FILE = /design/flow/constraint.sdc
export NUM_CORES = 4
export LEC_CHECK = 1
export CORE_UTILIZATION = 30
### ./constraint.sdc
current_design Scoreboard

set clk_period 9.4
set clk_io_pct 0.2

create_clock -name clk0 -period $clk_period [get_ports {clock}]

set non_clock_inputs [all_inputs -no_clocks]
set_input_delay [expr $clk_period * $clk_io_pct] -clock clk0 $non_clock_inputs
set_output_delay [expr $clk_period * $clk_io_pct] -clock clk0 [all_outputs]
### ./design.v
module Scoreboard (
    input            clock,
    input            reset,
    input      [4:0] iss_ass_addr_a,       
    output           iss_ass_pending_a,    
    output     [1:0] iss_ass_unit_a,       
    output     [4:0] iss_ass_row_a,        
    input      [4:0] iss_ass_addr_b,       
    output           iss_ass_pending_b,    
    output     [1:0] iss_ass_unit_b,       
    output     [4:0] iss_ass_row_b,        
    input      [4:0] id_ass_addr_a,       
    output           id_ass_pending_a,    
    output     [1:0] id_ass_unit_a,       
    output     [4:0] id_ass_row_a,        
    input      [4:0] id_ass_addr_b,       
    output           id_ass_pending_b,    
    output     [1:0] id_ass_unit_b,       
    output     [4:0] id_ass_row_b,        
    input [4:0] id_ass_waw_write_addr,
    output           id_ass_waw_write_pending,
    output     [1:0] id_ass_waw_write_unit,
    output     [4:0] id_ass_waw_write_row,
    input      [4:0] writeaddr,      
    input      [1:0] registerunit,   
    input            enablewrite,   
    output [31:0] sb_haz_column
);
    reg [7:0] rows[31:0];
    reg [5:0] i;
    assign iss_ass_pending_a = rows[iss_ass_addr_a][7];
    assign iss_ass_unit_a    = rows[iss_ass_addr_a][6:5];
    assign iss_ass_row_a     = rows[iss_ass_addr_a][4:0];
    assign iss_ass_pending_b = rows[iss_ass_addr_b][7];
    assign iss_ass_unit_b    = rows[iss_ass_addr_b][6:5];
    assign iss_ass_row_b     = rows[iss_ass_addr_b][4:0];
    assign id_ass_pending_a = rows[id_ass_addr_a][7];
    assign id_ass_unit_a    = rows[id_ass_addr_a][6:5];
    assign id_ass_row_a     = rows[id_ass_addr_a][4:0];
    assign id_ass_pending_b = rows[id_ass_addr_b][7];
    assign id_ass_unit_b    = rows[id_ass_addr_b][6:5];
    assign id_ass_row_b     = rows[id_ass_addr_b][4:0];
    assign id_ass_waw_write_pending = rows[id_ass_waw_write_addr][7];
    assign id_ass_waw_write_unit    = rows[id_ass_waw_write_addr][6:5];
    assign id_ass_waw_write_row     = rows[id_ass_waw_write_addr][4:0];
    always @(posedge clock or negedge reset) begin
        if(~reset) begin
            for (i=0; i<32; i=i+1) begin
                rows[i] <= 8'b0ZZ00000;
            end
        end else begin
            for (i=0; i<32; i=i+1) begin
                rows[i][4:0] = rows[i][4:0] >> 1;
                if(rows[i][4:0] == 5'b00000) begin
                    rows[i][7:5] = 3'b0ZZ;
                end
            end
            if(enablewrite) begin
                rows[writeaddr][7] = 1'b1;
                rows[writeaddr][6:5] = registerunit;
                case (registerunit)
                    2'b00: rows[writeaddr][1] = 1'b1;  
                    2'b01: rows[writeaddr][2] = 1'b1;  
                    2'b10: rows[writeaddr][4] = 1'b1;  
                    2'b11: rows[writeaddr][4] = 1'b1;
                    default: rows[writeaddr][4] = 1'b1;
                endcase
            end
        end
    end
    assign sb_haz_column =
    registerunit === 2'b00 ?
    {
        rows[0][2],
        rows[1][2],
        rows[2][2],
        rows[3][2],
        rows[4][2],
        rows[5][2],
        rows[6][2],
        rows[7][2],
        rows[8][2],
        rows[9][2],
        rows[10][2],
        rows[11][2],
        rows[12][2],
        rows[13][2],
        rows[14][2],
        rows[15][2],
        rows[16][2],
        rows[17][2],
        rows[18][2],
        rows[19][2],
        rows[20][2],
        rows[21][2],
        rows[22][2],
        rows[23][2],
        rows[24][2],
        rows[25][2],
        rows[26][2],
        rows[27][2],
        rows[28][2],
        rows[29][2],
        rows[30][2],
        rows[31][2]
    }  
    : ( registerunit === 2'b01 ?
    {
        rows[0][3],
        rows[1][3],
        rows[2][3],
        rows[3][3],
        rows[4][3],
        rows[5][3],
        rows[6][3],
        rows[7][3],
        rows[8][3],
        rows[9][3],
        rows[10][3],
        rows[11][3],
        rows[12][3],
        rows[13][3],
        rows[14][3],
        rows[15][3],
        rows[16][3],
        rows[17][3],
        rows[18][3],
        rows[19][3],
        rows[20][3],
        rows[21][3],
        rows[22][3],
        rows[23][3],
        rows[24][3],
        rows[25][3],
        rows[26][3],
        rows[27][3],
        rows[28][3],
        rows[29][3],
        rows[30][3],
        rows[31][3]
    } : ( registerunit === 2'b10 ?
        32'h0000_0000 : 32'hXXXX_XXXX
    ));
endmodule
### ./run.sh
#!/bin/bash
# OpenROAD 26Q1-2900-gdf79404cd8, Yosys 0.63+post, stock flow scripts
make -C /OpenROAD-flow-scripts/flow DESIGN_CONFIG=/design/flow/config.mk WORK_HOME=/design/flow/orfs finish
==> CHANGELOG.md <==
## Implementation

* Synth-to-layout area growth at 21.6%
* CP endpoint kind: output port
* Routability congestion estimate at 1.28
* Simple share at 25.3%
* YS chip area at 20900 um2
* Yosys reg bits at 256
* Pin count of the biggest net entering global routing at 96
* Max Fclk at 130 MHz
* Critical path required time at 7.52 ns
* CTS tree: built
* Worst-Skew Late Latency at 0.64 ns
* Kind of critical path: primary input to output port
* Post-DP Area at 24100 um2
* Clock slew at reported path FFs at 0.06 ns
* Reg2reg start: rows[13][4]$_DFF_PN0_
* Worst path max stage delay at 0.70 ns
* Post-route ant nets at 0
* Cts hold-fix bufs at 0
* # setup viols final at 0
* Postcts setup bufs at 0
* Vertical die size at 266 um
* DP HPWL at 154000 um
* Cell count in the Yosys report at 2596
* CTS resizes at 0
* GRT Residual Overflow at 0
* Async SR Flop Fraction at 100%
* Outcome: finished clean
* Num ports at 107
* Final Instance Area at 25400 um2
* FA/HA/MAJ Cells, Area Fraction at 0%
* Largest register FFs at 256
* Number of remaining DRC errors at 0
* Post-Synthesis Cell Area at 20900 um2
* Yosys Warn Count at 4
* Aoi share at 31.0%
* Total power at 2.83 mW
* Max Buffers Root-to-Sink at 3
* Synth mux share at 7.63%
* Final hold viol count at 0
* Global-route wire length before repair at 285000 um
* Critical path arrival at 5.81 ns
* Die Wd at 266 um
* Worst-path fanout max at 46
* # rows at 96
* Top reg by flops: rows
* Initial antenna violation count at 66
* 1st-iter DRT viols at 5526
* Static Leak at 10.8 nW
* Type of origin of the critical path: primary input
* Crit path from: id_ass_addr_b[3]
* Port bufs at 106
* DR vias at 30800
* Cell repeated most along the worst path: clkdlybuf4s50_1
* Final cell count without fillers at 3854
* Die area at 70700 um2
* Logic family by area: AND-OR/OR-AND gates
* Worst hold path class: register to register
* Hold path start: rows[3][7]$_DFF_PN0_
* Worst VDD drop at 0.170 mV
* CP max-delay cell: nor3b_1
* Max_slew headroom at 16.7%
* Mapped Cells at 2596
* Final TNS setup at 0 ns
* Hold_ws at 0.485 ns
* PD cells at 112 nW/um2
* Unique cell types at 74
* Placed cell count at 3676
* DP Worst Slack at 2.07 ns
* TritonRoute pass-1 iters at 15
* Fin worst setup slack at 1.71 ns
* Layout cells sized above 1 at 14.7%
* Post-Synth XOR/XNOR Area at 0%
* Fillers at 7163
* RSZ-0062 raised after global routing: no
* Gr usage total at 64.4%
* Vias in the first global route at 27100
* Seq share, synth at 30.6%
* CTS Buf Count at 29
* Via density per instance at 7.99
* FP Util at 30.4%
* Crit path cell chain: clkdlybuf4s50_1, buf_4, nor3b_1, and2_0, a22oi_1, and3_1, a31oi_1, clkdlybuf4s50_1
* Final period util at 81.9%
* Clock skew at 0.0250 ns
* CTS Root Buffer Type: clkbuf_16
* EDFF count, synth at 0
* Max H-tree Level at 1
* Clock Sinks at 256
* Tmin final at 7.69 ns
* DRT Wirelength at 223000 um
* Top flop regs: rows: 256 flops
* Utilization after layout at 36.9%
* Top FF cell, synth: dfrtp_1
* Core Region at 68800 um2
* Final Slew Violations at 0
* Max Cap Viol at 0
* Worst-margin pin slew at 1.25 ns
* Average size of a mapped cell at 8.05 um2
* Tool Warnings at 25
* Wirelength per Cell at 57.7 um
-- cell families (layout without fill, tap and decap cells) --
group | count (synthesis) | after routing
simple gates | 1045 | 1045
flops | 256 | 256
compound gates | 886 | 886
buf+inv | 257 | 459
mux | 152 | 152
other cells | 0 | 125
-- layout make-up --
| class | count | area, um2 | share of cell area [%] |
|---|---|---|---|
| Timing Repair Buffer | 386 | 3110 | 12.2 |
| Sequential cell | 256 | 6410 | 25.2 |
| Antenna cell | 125 | 313 | 1.23 |
| Multi-Input combinational cell | 2083 | 13400 | 52.6 |
| Tap cell | 931 | 1160 | 4.58 |
| Clock inverter | 12 | 143 | 0.561 |
| Clock buffer | 41 | 831 | 3.27 |
| Inverter | 20 | 75.1 | 0.295 |
-- synthesized netlist by cell type, drive strengths merged (63+ instances only) --
master  number  area share [%]
a21oi      101             2.4
buf        117             2.9
nor2       243             4.4
mux2i      111             5.3
a21o        94             3.4
clkbuf     120             2.2
nor3        96             2.3
o21ai       92             2.2
nand3      106             2.6
dfrtp      256              31
nand2      239             4.3
and2        63             1.9
a22oi      182             6.5
-- worst paths after layout --
kind                                         endpoint  slack (ns)  depth (start not counted)
min in group asynchronous       rows[17][3]$_DFF_PN0_        1.25                          1
worst min register to register   rows[3][7]$_DFF_PN0_        0.48                          1
worst min-delay path             rows[3][7]$_DFF_PN0_        0.48                          1
worst max-delay path                  id_ass_row_b[0]        1.71                          8
max in group asynchronous        rows[5][1]$_DFF_PN0_        6.75                          2
worst max register to register  rows[13][7]$_DFF_PN0_        7.44                          3
-- layout by cell type (no fill, tap or decap), types with 19 or more instances in the layout --
master	n
mux2_2	39
o21bai_1	32
a31oi_1	57
o21ai_0	92
and2_1	55
or4_1	35
nor2_1	241
a22o_1	54
o32ai_1	19
a21o_1	94
and3_1	21
o22ai_1	25
nand4_1	62
a32o_1	21
nand3_1	105
clkbuf_16	29
clkdlybuf4s50_1	92
a32oi_1	62
a21oi_1	101
buf_4	281
dfrtp_1	256
a221oi_1	38
nand2b_1	27
mux2i_1	111
nor2b_1	48
diode_2	125
nand2_1	239
a22oi_1	182
nor3_1	91
-- power by group --
part,switching (mW),internal (mW)
registers,0.0292,1.11
logic,0.389,0.116
clock network,0.517,0.673
-- routing by layer --
layer  track usage (%)  part of all wire, %  vias to the layer above  wire (um)
met5              38.3                  1.4                        -       3100
met4              54.7                   12                       77      26000
li1                  -                    -                    10600          -
met1              68.1                   33                    14900      72300
met2              76.3                   36                     3783      79900
met3              52.3                   18                     1461      41100
-- worst max-delay path, delay by kind of cell --
| kind | cells | cell delay, ns |
|---|---|---|
| and+or+nand+nor | 3 | 1.54 |
| AOI/OAI and AO/OA | 2 | 0.80 |
| buffers and inverters | 3 | 1.53 |
Power and IR drop assume default switching activity.
