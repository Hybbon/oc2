## /design/flow/run.sh

```bash
#!/bin/bash
# OpenROAD 26Q1-2900-gdf79404cd8, Yosys 0.63+post, stock flow scripts
make -C /OpenROAD-flow-scripts/flow DESIGN_CONFIG=/design/flow/config.mk WORK_HOME=/design/flow/orfs finish
```

## /design/flow/config.mk

```make
export PLATFORM = sky130hd
export DESIGN_NAME = Registers
export DESIGN_NICKNAME = Registers
export VERILOG_FILES = /design/flow/design.v
export SDC_FILE = /design/flow/constraint.sdc
export NUM_CORES = 4
export LEC_CHECK = 1
export CORE_UTILIZATION = 50
```

## /design/flow/constraint.sdc

```tcl
current_design Registers

set clk_period 7.1
set clk_io_pct 0.2

create_clock -name clk0 -period $clk_period [get_ports {clock}]

set non_clock_inputs [all_inputs -no_clocks]
set_input_delay [expr $clk_period * $clk_io_pct] -clock clk0 $non_clock_inputs
set_output_delay [expr $clk_period * $clk_io_pct] -clock clk0 [all_outputs]
```

## /design/flow/design.v

```verilog
module Registers (
    input                   clock,
    input                   reset,
    input         [4:0]     addra,
    output reg    [31:0]    dataa,
    output        [31:0]    ass_dataa,
    input         [4:0]     addrb,
    output reg    [31:0]    datab,
    output        [31:0]    ass_datab,
    input                   enc,
    input         [4:0]     addrc,
    input         [31:0]    datac,
	input [4:0] reg_out_id,
    output [31:0] reg_out_data,
    input         [4:0]     addr_iss_a,
    input         [4:0]     addr_iss_b,
    output        [31:0]    ass_data_iss_a,
    output        [31:0]    ass_data_iss_b,
    output [31:0] reg_out_0,
    output [31:0] reg_out_1,
    output [31:0] reg_out_2,
    output [31:0] reg_out_3,
    output [31:0] reg_out_4
);
    reg [31:0] registers [31:0];
    assign reg_out_0 = registers[0];
    assign reg_out_1 = registers[1];
    assign reg_out_2 = registers[2];
    assign reg_out_3 = registers[3];
    assign reg_out_4 = registers[4];
	assign reg_out_data = registers[reg_out_id];
    assign ass_dataa = registers[addra];
    assign ass_datab = registers[addrb];
    assign ass_data_iss_a = registers[addr_iss_a];
    assign ass_data_iss_b = registers[addr_iss_b];
    reg [5:0] i;
    generate
        always @(negedge clock or negedge reset) begin
            if (~reset) begin
                for (i=0; i<32; i=i+1) begin: Reg
                    registers[i] <= 32'h0000_0000;
                end
            end else begin
                dataa <= registers[addra];
                datab <= registers[addrb];
                if (enc) begin
                    registers[addrc] <= datac;
                end
            end
        end
    endgenerate
endmodule
```

==> reports/qor.log <==
[status] outcome did not finish
[status] stage where the flow stopped global routing
[status] error message [ERROR GRT-0116] Global routing finished with congestion. Check the congestion regions in the DRC Viewer.
[synthesis] total cells reported by yosys after synthesis 7491
[global_route] number of global-route vias before repair 111700
[global_route] GRT Resource Usage Total 98.70%
[placement] Inst Count DP 10870
[synthesis] netlist area before placement 0.07284 mm2
[synthesis] Post-Synthesis Mean Instance Area 9.724 um2
[synthesis] number of synthesized flops with an enable pin 64
[clock_tree] maximum level of the CTS H-tree 3
[placement] number of I/O port buffers 448
[die] width of the die 383.7 um
[placement] Placer Congestion 1.583
[synthesis] Synth Seq Share 37.82%
[global_route] wire length of the first global-routing pass 980300 um
[die] fp_density 50.58%
[clock_tree] Num CTS Buffers 117
[die] DIE HEIGHT 383.7 um
[die] number of top-level pins 449
[clock_tree] number of buffers added to fix hold violations after cts 0
[die] count of standard-cell rows 139
[synthesis] yosys stat chip area 0.07284 mm2
[global_route] remaining global-route overflow 4887
[global_route] maximum number of pins on one net before global-route repair 81
[synthesis] number of unique standard cell types used by synthesis 81
[synthesis] Post-synth ARST share 94.12%
[synthesis] post-synthesis register bit count 1088
[placement] DP HPWL 441100 um
[synthesis] count of warnings emitted by yosys 2
[clock_tree] clock sink total 1088
[synthesis] synthesized instance count 7491
[placement] standard cell area after detailed placement 0.09422 mm2
[clock_tree] clk buf depth 3
[placement] post-placement worst setup slack -0.8468 ns
[clock_tree] Clock Tree Root sky130_fd_sc_hd__clkbuf_16
[synthesis] Most used DFF post-synth sky130_fd_sc_hd__dfrtn_1
repair_timing:
action,4_1_cts
resized,1331
hold endpoints to repair,0
setup endpoints to repair,164
pin swaps,621
setup buffers,557
synthesized netlist by cell type (all sizes together), types with 29 or more instances:
cell type,count,area share [%]
nand4,241,2.1
a32oi,30,0.36
a221oi,82,0.99
o21ai,62,0.43
a222oi,60,0.82
nor2b,33,0.30
nor4,78,0.67
dfrtn,1024,35
nand3,120,0.83
nand2,526,2.7
a22oi,1868,19
mux2i,105,1.4
buf,386,2.5
a21oi,194,1.3
nor3,144,1.0
clkbuf,377,1.9
mux2,1063,16
a22o,123,1.5
edfxtp,64,2.6
o32a,46,0.63
and4,29,0.35
nand2b,32,0.27
nor2,410,2.2
a31oi,54,0.46
per-layer routing:
metal  global-route usage, %  overflow
met1                   97.71       922
met2                   102.7      1905
met3                   97.03       956
met4                   96.18       969
met5                   92.43       135
logic make-up after synthesis:
| family | count (synthesis) | synth area share [%] |
|---|---|---|
| multiplexers | 1178 | 18.19 |
| flip-flops | 1088 | 37.82 |
| AND/OR/NAND/NOR | 1768 | 11.90 |
| AND-OR/OR-AND | 2673 | 27.52 |
| buffers and inverters | 784 | 4.574 |
