**flow/run.sh**
```bash
#!/bin/bash
# OpenROAD 26Q1-2900-gdf79404cd8, Yosys 0.63+post, stock flow scripts
make -C /OpenROAD-flow-scripts/flow DESIGN_CONFIG=/design/flow/config.mk WORK_HOME=/design/flow/orfs finish
```
**flow/config.mk**
```make
export PLATFORM = sky130hd
export DESIGN_NAME = Alu
export DESIGN_NICKNAME = Alu
export VERILOG_FILES = /design/flow/design.v
export SDC_FILE = /design/flow/constraint.sdc
export NUM_CORES = 4
export LEC_CHECK = 1
export CORE_UTILIZATION = 40
```
**flow/constraint.sdc**
```tcl
current_design Alu

set clk_period 16.3
set clk_io_pct 0.2

create_clock -name clk0 -period $clk_period

set non_clock_inputs [all_inputs -no_clocks]
set_input_delay [expr $clk_period * $clk_io_pct] -clock clk0 $non_clock_inputs
set_output_delay [expr $clk_period * $clk_io_pct] -clock clk0 [all_outputs]
```
**flow/design.v**
```verilog
module Alu (
    input     [31:0]    a,
    input     [31:0]    b,
    output    [31:0]    aluout,
    input     [2:0]     op,
    input               unsig,
    output              overflow
);
    reg    [31:0]    aluout_reg;
    reg              overflow_reg;
    assign aluout = aluout_reg;
    assign overflow = overflow_reg;
    always @(*) begin
        case (op)
            3'b000:  aluout_reg = a & b;
            3'b001:  aluout_reg = a | b;
            3'b010:  aluout_reg = a + b;
            3'b100:  aluout_reg = ~(a | b);
            3'b101:  aluout_reg = a ^ b;
            3'b110:  aluout_reg = a - b;
            default: aluout_reg = 32'hXXXX_XXXX;
        endcase
        if ((op==3'b010 & a[31]==0 & b[31]==0 & aluout_reg[31]==1) ||
            (op==3'b010 & a[31]==1 & b[31]==1 & aluout_reg[31]==0) ||
            (op==3'b110 & a[31]==0 & b[31]==1 & aluout_reg[31]==1) ||
            (op==3'b110 & a[31]==1 & b[31]==0 & aluout_reg[31]==0)) begin
            overflow_reg <= 1'b1;
        end else begin
            overflow_reg <= 1'b0;
        end
    end
endmodule
```
==> flow_summary.ini <==
; flow metrics
[place]
placed_cell_area_mm2 = 0.005917
place_congestion = 0.9126
dp_hpwl_mm = 10.53
buffer_ports.inserted = 100

[critical_path]
cp_top_family = simple AND/OR/NAND/NOR gates
end_kind = output pin
arrival_ns = 8.70
worstSetupPathType = input port to output pin
cpMostUsedCell = clkdlybuf4s50_1
worstPathCellList = clkdlybuf4s50_1 -> or4_4 -> nor4_4 -> nand4b_1 -> nor2_1 -> a41oi_1 -> xnor2_1 -> ha_1 -> a2111oi_0 -> a21oi_1 -> o21bai_1 -> a21boi_0 -> or4_1 -> nand3_1 -> clkdlybuf4s50_1
cpPeakStageDelay_ns = 0.83
critPathBufInv = 2
slowest_stage = a2111oi_0
cp_max_fo = 6
critPathLaunchType = input port
cp.required_ns = 13.04

[detailed_routing]
first_pass_iters = 15
avgRoutedWirePerCell_um = 14.54
remaining_drc_errors = 0
drt-initial-drc-count = 360
wl_met3_um = 650
wl_mm = 13.67
antennaDiodeCount = 0
top_layer = met4
wl_met1_mm = 6.530
vias = 5224
route.met2.wl_mm = 6.405
vias_per_cell = 5.557
ant_nets = 0

[final_timing]
finalSetupViolations = 0
fmax_mhz = 83.60
finalHoldViolCount = 0
rsz0062_at_grt = no
tightest_slew_ns = 0.8835
setup-tns-final_ns = 0
slew_headroom = 0.3958
finalCriticalPeriod_ns = 11.96
finalCritPeriodShare = 0.7338
hold_slack_ns = 7.415
finalMaxSlewViolations = 0

[flow_run]
drv_cap = 0
warnings = 66

[cells_and_area]
regArea_um2 = 0
n_fill_cell = 1167
clkbuf_count = 0
final_area_mm2 = 0.005917
layout-drive-gt1-share = 0.03011
seq_cells = 0
area_growth_pct = 21.72

[clocking]
cts_resized = 0
hold_buffers = 0
post-cts-setup-buffers = 0

[floorplan]
die_h_um = 112.2
io_pins = 101
core_mm2 = 0.01161
die_w_um = 112.2
fp_util = 0.4186
die-area_mm2 = 0.01260
rows = 39

[power_and_ir_drop]
vdd_drop_max_uv = 12.54
leakage_nw = 2.719
p_per_area_mw_per_mm2 = 35.83
finalPower_uw = 212.0

[synthesis]
yosysUniqueCellTypes = 57
ys_cells = 731
syn_area_mm2 = 0.004861
syn_inst = 731
ys_area_mm2 = 0.004861
avgSynthCellArea_um2 = 6.650
yosysTopAreaCell = ha_1
synth_seq_share = 0
ys.warnings.count = 1
yosysTopAreaCellShare = 0.2471
top_cells_by_area = ha_1, xnor2_1, mux2i_1

[min_path]
worstHoldPathCells = 4
holdCritPathClass = input port to output pin
hold_path_startpoint = op[0]
min_to = aluout[27]

[global_routing]
grt_pass1_wl_mm = 22.86
first_global_vias = 4766
track_usage = 0.2193
grt_antenna_before_repair = 0
grt_max_degree = 70
overflow = 0

[status]
run_status = completed
## cell usage in the layout (no fill, tap or decap), types with 3 or more instances in the layout
cell / count
nand4_1: 8
o22ai_1: 5
o31ai_1: 5
clkdlybuf4s50_1: 97
a21o_1: 13
o21ai_0: 59
ha_1: 96
o211ai_1: 6
mux2i_1: 35
nand2_1: 78
buf_4: 5
o21a_1: 5
nor3b_1: 4
xnor2_1: 42
o21ai_1: 12
nor2_1: 60
buf_2: 3
a211oi_1: 29
inv_1: 73
a31oi_1: 11
nand2b_1: 7
nor3_1: 4
a21oi_1: 69
nand3_1: 11
a211o_1: 3
or3_4: 4
o2111ai_1: 3
xor2_1: 10
## metal layers
metal | global-route usage | up-vias
met2 | 0.3698 | 116
met4 | 0.01422 | 0
met1 | 0.3243 | 2375
met3 | 0.01046 | 8
met5 | 0 | -
li1 | - | 2725
## how the worst max path moves through the flow
stage         from          to  slack, ns  depth (start not counted)
CTS           b[5]  aluout[28]       4.39                         15
global route  b[5]  aluout[28]       3.97                         15
finish        b[5]  aluout[28]       4.34                         15
## kinds of logic (layout without fill, tap and decap cells)
kind of cell,Yosys count,after routing,synth area share
buffers and inverters,114,180,0.08803
and+or+nand+nor,193,193,0.1900
muxes,35,35,0.07207
AOI/OAI and AO/OA,239,239,0.3017
xor gates and xnor gates,53,53,0.09704
adders and majority gates,97,97,0.2512
## tightest hold or removal path, cell delays in order
cell             delay (ns)
buf_2                  0.23
a21oi_1                0.19
a21oi_1                0.08
clkdlybuf4s50_1        0.39
## layout make-up
cell class / instances / area [um^2] / area share
multi-input combinational: 617 / 4433 / 0.7492
timing repair buffer: 105 / 1023 / 0.1730
inverter: 75 / 281.5 / 0.04758
tap: 143 / 178.9 / 0.03024
## metrics by stage
step,std cells,setup WS (ns),utilization
2_1_floorplan,731,6.272,-
3_3_place_gp,940,4.451,0.5095
3_5_place_dp,940,4.422,0.5095
4_1_cts,940,4.392,0.5095
5_1_grt,940,3.968,0.5095
6_report,940,4.339,0.5095
## Yosys cell counts (6+ instances only)
cell / number
a21oi_1: 69
xnor2_1: 42
buf_1: 9
a21o_1: 13
o21ai_1: 12
nand4_1: 8
o21ai_0: 59
inv_1: 73
nor2_1: 60
clkbuf_1: 30
nand2_1: 78
a31oi_1: 11
o211ai_1: 6
ha_1: 96
xor2_1: 10
a211oi_1: 29
nand3_1: 11
nand2b_1: 7
mux2i_1: 35
## report_power, final
group | internal, mW | switching (mW)
Sequential | 0 | 0
Clock | 0 | 0
Combinational | 0.103 | 0.109
Total | 0.103 | 0.109
